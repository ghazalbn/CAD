`design/flow/run.sh`:
```
#!/bin/bash
# OpenROAD 26Q1-2900-gdf79404cd8, Yosys 0.63+post, stock flow scripts
make -C /OpenROAD-flow-scripts/flow DESIGN_CONFIG=/design/flow/config.mk WORK_HOME=/design/flow/orfs finish
```
`design/flow/config.mk`:
```
export PLATFORM = sky130hd
export DESIGN_NAME = Add_Sub
export DESIGN_NICKNAME = Add_Sub
export VERILOG_FILES = /design/flow/design.v
export SDC_FILE = /design/flow/constraint.sdc
export NUM_CORES = 4
export LEC_CHECK = 1
export CORE_AREA = 10 10 70 70
export DIE_AREA = 0 0 80 80
```
`design/flow/constraint.sdc`:
```
current_design Add_Sub

set clk_period 3.1
set clk_io_pct 0.2

create_clock -name clk0 -period $clk_period

set non_clock_inputs [all_inputs -no_clocks]
set_input_delay [expr $clk_period * $clk_io_pct] -clock clk0 $non_clock_inputs
set_output_delay [expr $clk_period * $clk_io_pct] -clock clk0 [all_outputs]
```
`design/flow/design.v`:
```
module Add_Sub(
	OutP, 
	Cout,
	A, 
	B, 
	select
);
wire B0, B1, B2, B3;
wire C0, C1, C2, C3;    
input[3:0] A, B;  
input select; 
output[3:0] OutP;
output Cout;
xor(B0, B[0], select);
xor(B1, B[1], select);
xor(B2, B[2], select);
xor(B3, B[3], select);
xor(Cout, C3, select);
FA F0(OutP[0], C0, A[0], B0, select);
FA F1(OutP[1], C1, A[1], B1, C0);
FA F2(OutP[2], C2, A[2], B2, C1);
FA F3(OutP[3], C3, A[3], B3, C2); 
endmodule
module FA(
	OutP,
	Cout, 
	Cin,
	Ai, 
	Bi
);
wire O1, O2, O3, O4;
input Cin, Ai, Bi;
output OutP, Cout;
xor(O1, Ai, Bi);
and(O2, Ai, Bi);   
and(O3, Ai, Cin);
and(O4, Bi, Cin);   
xor(OutP, O1, Cin);
or(Cout, O2, O3, O4);
endmodule
```
==> results.toml <==
# flow metrics
[status]
status = "finished, final reports clean"

[global_route]
grt_max_degree = 4
grt_pass1_wl_um = 869
grt_pass1_vias = 148
antenna_found_initial = 0
gr-total-overflow = 0
track_usage = 0.01716

[timing]
min_period_ns = 3.007
worst_slew_pin_slew_ns = 0.2413
relSlewSlack = 0.8380
setup_viol = 0
hold_viol = 0
finalCritPeriodShare = 0.9699
fmax_mhz = 332.6
layout_setup_ws_ns = 0.09330
rsz0062_at_grt = "no"
slew_violations = 0

[placement]
finalWeightedCongestion = 0.8438
port_buffers = 14
place_hpwl_um = 496.9
pre_cts_slack_ns = -0.5628

[floorplanning]
io_pins = 14
core_area_mm2 = 0.003416
die_h_um = 80
fp_util = 0.05128
die_w_um = 80
placementRows = 21
chipArea_mm2 = 0.006400

[detailed_routing]
wl_um = 529
drc = 0
wl_per_cell_um = 6.870
vias = 146
via_per_inst = 1.896
diodes = 0
ant_nets = 0
drtPass1Iterations = 2
drt-initial-drc-count = 1

[synthesis]
ys_cells = 19
syn_avg_cell_area_um2 = 9.219
syn_inst = 19
seq_area_frac_synth = 0
synth_area_um2 = 175.2
yosys_warnings = 0
yosysChipArea_um2 = 175.2
synth_cell_type_count = 7

[cts]
post_cts_buffers = 0

[final_layout]
fillers = 408
final_layout_size_suffix_gt1_frac = 0.3226
nClkBuffers = 0
lay_top_count = "clkdlybuf4s50_1"
lay_top_cells = "6 x clkdlybuf4s50_1, 4 x inv_1, 4 x dlygate4sd2_1"
layout-area-overhead-vs-synth_pct = 99.29
seqCellArea_um2 = 0
seq_cells = 0
logic_area_um2 = 123.9

[power_and_ir_drop]
power.switching_uw = 21.12
p_sw_frac = 0.3590
peakVddDrop_uv = 34.60
p_seq_frac = 0
p_int_uw = 37.70
powerDensity_mw_per_mm2 = 168.5
p_clk_frac = 0
p_total_uw = 58.82
combPwrFrac = 1.000
leakage_nw = 0.1451

[worst_setup_path]
critPathArrivalTime_ns = 2.39
crit_path_end_kind = "primary output"
worstPathMaxFanout = 1
critPathRequiredTime_ns = 2.48
critPathKind = "input port to primary output"
startpoint_type = "input port"

[hold_path]
hold_depth = 4
min_path_type = "input port to primary output"

[flow_run]
drv_cap = 0
warning_count = 32
==> layer usage <==
| layer | track usage | vias to the layer above | part of all wire |
|---|---|---|---|
| met5 | 0 | - | 0 |
| met4 | 0 | 0 | 0 |
| met3 | 0.01932 | 0 | 0.31 |
| met2 | 0.01525 | 13 | 0.21 |
| met1 | 0.02537 | 61 | 0.48 |
| li1 | - | 72 | - |
==> area by class of cell <==
class | count | share of cell area
Inverter | 5 | 0.05376
Multi-Input combinational cell | 9 | 0.3548
Tap cell | 46 | 0.1649
Timing Repair Buffer | 17 | 0.4265
==> final timing paths <==
check,start,endpoint,slack (ns)
worst max-delay path,B[1],Cout,0.09
worst min-delay path,select,Cout,1.77
==> power groups by stage <==
stage / Combinational [mW] / Clock [mW] / Sequential [mW]
after CTS: 0.0617 / 0 / 0
after global routing: 0.0667 / 0 / 0
final: 0.0588 / 0 / 0
==> metrics by stage <==
step                utilization  area [um2]  hold slack [ns]  TNS [ns]  std cells
floorplan                     -       175.2            1.379         0         19
global placement         0.1037       354.1            2.274    -1.417         77
detailed placement       0.1037       354.1            2.293    -1.440         77
CTS                      0.1037       354.1            1.783         0         77
global route             0.1022       349.1            1.809         0         77
finish                   0.1022       349.1            1.772         0         77
==> worst max-delay path: stages <==
cell           delay (ns)
dlygate4sd2_1        0.24
xor2_1               0.20
fa_2                 0.23
inv_2                0.04
fa_2                 0.37
fa_1                 0.38
xnor2_1              0.17
buf_2                0.13
==> kinds of logic after synthesis <==
logic type  count (synthesis)  synth area share
xor+xnor                    5            0.2500
fa+ha+maj                   3            0.3429
buf+inv                    10            0.3429
mux                         1           0.06428
==> Yosys cell counts, drive strengths merged <==
master / number / area share
buf: 5 / 0.24
fa: 3 / 0.34
inv: 5 / 0.11
mux2: 1 / 0.064
xnor2: 3 / 0.15
xor2: 2 / 0.10
==> repair_timing <==
item                       CTS  global route
resized                     18             1
setup endpoints to repair    3             2
hold buffers                 0             0
pin swaps                    4             2
cloned                       0             0
No activity file was given, so power comes from the tool's default toggle rates.
