## config.mk

```make
export PLATFORM = sky130hd
export DESIGN_NAME = Detector
export DESIGN_NICKNAME = Detector
export VERILOG_FILES = /design/flow/design.v
export SDC_FILE = /design/flow/constraint.sdc
export NUM_CORES = 4
export LEC_CHECK = 1
export CORE_AREA = 10 10 70 70
export DIE_AREA = 0 0 80 80
```

## constraint.sdc

```tcl
current_design Detector

set clk_period 1.2
set clk_io_pct 0.2

create_clock -name clk0 -period $clk_period [get_ports {clock}]

set non_clock_inputs [all_inputs -no_clocks]
set_input_delay [expr $clk_period * $clk_io_pct] -clock clk0 $non_clock_inputs
set_output_delay [expr $clk_period * $clk_io_pct] -clock clk0 [all_outputs]
```

## design.v

```verilog
module Detector(
    sequence_in,
    clock,
    reset,
    detector_out
    );
input clock, reset, sequence_in;
output reg detector_out; 
parameter  
    Zero=3'b000,
    One=3'b001,
    OneZero=3'b011, 
    OneZeroOne=3'b010, 
    OneZeroOneOne=3'b110;
reg [2:0] current_state, next_state; 
always @(posedge clock, posedge reset)
begin
    if(reset==1) 
        current_state <= Zero;
    else
        current_state <= next_state;
end 
always @(current_state,sequence_in)
begin
    case(current_state) 
    Zero:begin
    if(sequence_in==1)
    next_state = One;
    else
    next_state = Zero;
    end
    One:begin
    if(sequence_in==0)
    next_state = OneZero;
    else
    next_state = One;
    end
    OneZero:begin
    if(sequence_in==0)
    next_state = Zero;
    else
    next_state = OneZeroOne;
    end 
    OneZeroOne:begin
    if(sequence_in==0)
    next_state = OneZero;
    else
    next_state = OneZeroOneOne;
    end
    OneZeroOneOne:begin
    if(sequence_in==0)
    next_state = OneZero;
    else
    next_state = One;
    end
    default:next_state = Zero;
    endcase
    end
    always @(current_state)
    begin 
        case(current_state) 
            Zero:   detector_out = 0;
            One:   detector_out = 0;
            OneZero:  detector_out = 0;
            OneZeroOne:  detector_out = 0;
            OneZeroOneOne:  detector_out = 1;
            default:  detector_out = 0;
        endcase
    end 
endmodule
```

## run.sh

```bash
#!/bin/bash
# OpenROAD 26Q1-2900-gdf79404cd8, Yosys 0.63+post, stock flow scripts
make -C /OpenROAD-flow-scripts/flow DESIGN_CONFIG=/design/flow/config.mk WORK_HOME=/design/flow/orfs finish
```

==> metrics.json <==
{
  "run_status": {"value": "finished clean"},
  "post_layout_nonfiller_instances": {"value": 67},
  "ys_types": {"value": 7},
  "cp_top_family": {"value": "flip-flops"},
  "cpPeakStageDelay": {"value": 0.36, "unit": "ns"},
  "wl_per_cell": {"value": 5.81, "unit": "um"},
  "floorplan.rows": {"value": 21},
  "placeable_core_area": {"value": 3420, "unit": "um^2"},
  "synth-async-reset-ratio": {"value": 100, "unit": "%"},
  "dp_worst_setup_slack": {"value": 0.116, "unit": "ns"},
  "chipHeight": {"value": 80, "unit": "um"},
  "finalHoldWorstSlack": {"value": 0.199, "unit": "ns"},
  "cts.reportedPaths.clkPinSlew": {"value": 0.04, "unit": "ns"},
  "aggregate_global_routing_overflow": {"value": 0},
  "synth_area_leader_cell": {"value": "dfrtp_1"},
  "critical_path_peak_fanout": {"value": 2},
  "setup-tns-final": {"value": 0, "unit": "ns"},
  "grt_start_max_net_pins": {"value": 6},
  "cts_buffer_depth": {"value": 2},
  "grt_pass1_wl": {"value": 662, "unit": "um"},
  "unrepaired_setup_endpoints_after_global_routing": {"value": "false"},
  "common_cells": {"value": "4 x dfrtp_1, 3 x nor2_1, 2 x and2_1"},
  "cap_viol_max_count": {"value": 0},
  "syn_area_per_cell": {"value": 12.9, "unit": "um^2"},
  "fillCellCount": {"value": 413},
  "cellLeakagePower": {"value": 0.122, "unit": "nW"},
  "routed-via-count": {"value": 116},
  "yosysMostFrequentCell": {"value": "dfrtp_1"},
  "grt_antenna_before_repair": {"value": 0},
  "layout_worst_path_cycle_share": {"value": 89.6, "unit": "%"},
  "number_of_register_bits_inferred_by_synthesis": {"value": 5},
  "largest_registers": {"value": "current_state (5)"},
  "crit_path_cell_trace": {"value": "dlygate4sd2_1"},
  "synthesis.yosys.warnings": {"value": 1},
  "n_antenna_cell": {"value": 0},
  "enable_flop_cells": {"value": 0},
  "first_pass_iters": {"value": 2},
  "netlist_area": {"value": 168, "unit": "um^2"},
  "largest_reg_flops": {"value": 5},
  "postRouteWirelength": {"value": 389, "unit": "um"},
  "chipArea": {"value": 6400, "unit": "um^2"},
  "syn-instance-count": {"value": 13},
  "numPortBuffers": {"value": 3},
  "cts_hold_buffers": {"value": 0},
  "tritoncts_clock_tree": {"value": "built"},
  "max_flop_register": {"value": "current_state"},
  "netlist_top_cells_area": {"value": "dfrtp_1 60%, dfstp_2 16%, and2_1 7.5%"},
  "synth_stat.cells": {"value": 13},
  "fp.dieW": {"value": 80, "unit": "um"},
  "path_buffers": {"value": 1},
  "final-max-slew-violation-count": {"value": 0},
  "yosys-stat-area": {"value": 168, "unit": "um^2"},
  "first_global_vias": {"value": 150},
  "critical_path_startpoint_category": {"value": "register"},
  "io-pin-count": {"value": 4},
  "postSynth.topFlopCell": {"value": "dfrtp_1"},
  "clock_latency": {"value": 0.24, "unit": "ns"},
  "finalHoldViolCount": {"value": 0},
  "grt_util_all_layers": {"value": 1.49, "unit": "%"},
  "fraction_of_post_synthesis_cell_area_in_the_top_cell_type_by_area": {"value": 59.7, "unit": "%"},
  "timing_worst_slew_pin_value": {"value": 0.180, "unit": "ns"},
  "drt_iter0_drc": {"value": 12},
  "worst-path-stages": {"value": 1},
  "crit_arrival": {"value": 0.83, "unit": "ns"},
  "power_per_cell_area": {"value": 1430, "unit": "nW/um^2"},
  "r2r_cells": {"value": 2},
  "final.setup.worst_slack": {"value": 0.125, "unit": "ns"},
  "hpwl": {"value": 276, "unit": "um"},
  "initCoreUtil": {"value": 4.91, "unit": "%"},
  "setup_viol_count_final": {"value": 0},
  "drive_above_1_share": {"value": 23.8, "unit": "%"},
  "critical-path-slowest-cell": {"value": "dfrtp_1"},
  "min_period": {"value": 1.07, "unit": "ns"},
  "clock.fmax": {"value": 0.931, "unit": "GHz"},
  "finClkSkew": {"value": 0.00285, "unit": "ns"},
  "cts.htree.levels": {"value": 1},
  "antenna_violating_nets_post_route": {"value": 0},
  "yosysSeqAreaShare": {"value": 75.4, "unit": "%"},
  "max_slew_margin": {"value": 88.0, "unit": "%"},
  "placed_cells": {"value": 62},
  "vias_per_cell": {"value": 1.73},
  "cts.sinks": {"value": 5},
  "drc": {"value": 0},
  "place.gp.congestion": {"value": 0.626},
  "endpoint_kind": {"value": "output pin"},
  "stage_log_warning_count": {"value": 25},
  "ir_worst_vdd": {"value": 0.258, "unit": "mV"},
  "clk_root_buffer_cell": {"value": "clkbuf_4"},
  "areaGrowthSynthToFinish": {"value": 71.6, "unit": "%"},
  "hold_class": {"value": "in2async"},
  "worst_ep_required_time": {"value": 0.96, "unit": "ns"},
  "cts_buffers": {"value": 3},
  "critPathKind": {"value": "reg2out"}
}
==> cell families after synthesis <==
| group | Yosys count | synth area share (%) |
|---|---|---|
| simple gates | 6 | 17.2 |
| flops | 5 | 75.4 |
| compound gates | 1 | 5.22 |
| buf+inv | 1 | 2.24 |
==> metrics by stage <==
| step | power (mW) | area [um^2] | util (%) |
|---|---|---|---|
| 3_3_place_gp | 0.219 | 255 | 7.47 |
| 2_1_floorplan | 0.207 | 168 | - |
| 5_1_grt | 0.445 | 288 | 8.42 |
| 4_1_cts | 0.423 | 288 | 8.42 |
| 3_5_place_dp | 0.221 | 255 | 7.47 |
| 6_report | 0.412 | 288 | 8.42 |
==> worst paths after layout <==
| kind | from | end | slack, ns |
|---|---|---|---|
| min reg2reg | current_state[1] | current_state[2] | 0.49 |
| min | reset | current_state[2] | 0.20 |
| min in group clk0 | current_state[1] | current_state[2] | 0.49 |
| max reg2reg | current_state[2] | current_state[3] | 0.32 |
| max in group asynchronous | reset | current_state[0] | 0.76 |
| max | current_state[2] | detector_out | 0.13 |
==> cell type report <==
cell class	instances	area, um^2	area share (%)
Timing Repair Buffer	4	36.3	12.6
Tap cell	46	57.6	20.0
Inverter	1	3.75	1.30
Clock buffer	4	26.3	9.13
Multi-Input combinational cell	7	37.5	13.0
Sequential cell	5	126	43.9
==> routing by layer <==
metal  up-vias  track usage, %  wire [um]
met2         6            1.44        116
met3         2            2.73        106
met1        51            1.28        160
met5         -               0          0
met4         0           0.528          6
li1         57               -          -
==> placed cells by master (no fill, tap or decap), drive strengths merged <==
master,count
and2,2
buf,1
clkbuf,4
clkdlybuf4s50,2
dfrtp,4
dfstp,1
dlygate4sd2,1
inv,1
nor2,3
nor3,1
o31a,1
==> what timing repair did <==
action,4_1_cts,5_1_grt
setup endpoints to repair,1,0
gates resized,1,0
buffers inserted,1,0
==> power breakdown <==
part / internal (mW) / switching, mW
logic: 0.0163 / 0.0120
registers: 0.184 / 0.00706
clock network: 0.126 / 0.0665
Power and IR drop assume default switching activity.
