### design/flow/run.sh
#!/bin/bash
# OpenROAD 26Q1-2900-gdf79404cd8, Yosys 0.63+post, stock flow scripts
make -C /OpenROAD-flow-scripts/flow DESIGN_CONFIG=/design/flow/config.mk WORK_HOME=/design/flow/orfs finish
### design/flow/config.mk
export PLATFORM = sky130hd
export DESIGN_NAME = Park
export DESIGN_NICKNAME = Park
export VERILOG_FILES = /design/flow/design.v
export SDC_FILE = /design/flow/constraint.sdc
export NUM_CORES = 4
export LEC_CHECK = 1
export CORE_UTILIZATION = 50
### design/flow/constraint.sdc
current_design Park

set clk_period 5.0
set clk_io_pct 0.2

create_clock -name clk0 -period $clk_period [get_ports {clock}]

set non_clock_inputs [all_inputs -no_clocks]
set_input_delay [expr $clk_period * $clk_io_pct] -clock clk0 $non_clock_inputs
set_output_delay [expr $clk_period * $clk_io_pct] -clock clk0 [all_outputs]
### design/flow/design.v
`timescale 1ns / 1ps
module Park( 
            input clock,reset_n,
            input enter, exit, 
            input [1:0] code1, code2,
            output wire GREEN_LED,RED_LED,
            output reg [6:0] HEX_1, HEX_2
        );
    parameter idle = 3'b000, 
            waiting = 3'b001, 
            wrong_code = 3'b010, 
            right_code = 3'b011, 
            stop = 3'b100;
    reg[2:0] current_state, next_state;
    reg[31:0] counter_wait;
    reg red_tmp,green_tmp;
    always @(posedge clock or negedge reset_n)
    begin
        if(~reset_n) 
            current_state = idle;
        else
            current_state = next_state;
    end
    always @(posedge clock or negedge reset_n) 
    begin
        if(~reset_n) 
            counter_wait <= 0;
        else if(current_state==waiting)
            counter_wait <= counter_wait + 1;
        else 
            counter_wait <= 0;
    end
    always @(*)
    begin
        case(current_state)
        idle: 
        begin
            if(enter == 1)
                next_state = waiting;
            else
                next_state = idle;
        end
        waiting: 
        begin
            if(counter_wait <= 3)
                next_state = waiting;
            else 
            begin
                if((code1==2'b01)&&(code2==2'b10))
                    next_state = right_code;
                else
                    next_state = wrong_code;
            end
        end
        wrong_code: 
        begin
            if((code1==2'b01)&&(code2==2'b10))
                next_state = right_code;
            else
                next_state = wrong_code;
        end
        right_code: 
        begin
            if(enter==1 && exit == 1)
                next_state = stop;
            else if(exit == 1)
                next_state = idle;
            else
                next_state = right_code;
        end
        stop: 
        begin
            if((code1==2'b01)&&(code2==2'b10))
                next_state = right_code;
            else
                next_state = stop;
            end
            default: 
                next_state = idle;
        endcase
    end
    always @(posedge clock) 
    begin 
        case(current_state)
        idle: 
        begin
            green_tmp = 1'b0;
            red_tmp = 1'b0;
            HEX_1 = 7'b1111111;  
            HEX_2 = 7'b1111111;  
        end
    waiting: 
    begin
        green_tmp = 1'b0;
        red_tmp = 1'b1;
        HEX_1 = 7'b000_0110;  
        HEX_2 = 7'b010_1011;  
    end
    wrong_code: 
    begin
        green_tmp = 1'b0;
        red_tmp = ~red_tmp;
        HEX_1 = 7'b000_0110;  
        HEX_2 = 7'b000_0110;  
    end
    right_code: 
    begin
        green_tmp = ~green_tmp;
        red_tmp = 1'b0;
        HEX_1 = 7'b000_0010;  
        HEX_2 = 7'b100_0000;  
    end
    stop: 
    begin
        green_tmp = 1'b0;
        red_tmp = ~red_tmp;
        HEX_1 = 7'b001_0010;  
        HEX_2 = 7'b000_1100;  
    end
    endcase
    end
    assign RED_LED = red_tmp  ;
    assign GREEN_LED = green_tmp;
endmodule
==> results_slide.txt <==
Run Summary

Global routing
  • GRT Resource Usage Total: 19.9%
  • Grt total ovfl: 0
  • Largest net degree at the start of global routing: 38
  • Vias in the first global route: 1692
  • First-pass GRT wire length: 7.74 mm
  • Antenna violations before repair: 0

Outcome
  • Status: finished, final reports clean

Worst setup path
  • Worst-path fanout max: 17
  • WP depth: 4
  • Critical Path Sink Type: flip-flop
  • Crit path cell chain: nand4_2, or4_1, or4_1, a21oi_1
  • Startpoint class of the critical path: flip-flop
  • R2R cell count: 4
  • WS Path Type: reg2reg
  • CP most frequent cell: or4_1
  • Slowest stage cell, crit path: or4_1
  • Worst path arrival time: 2.45 ns
  • Delay-heaviest family, CP: simple AND/OR/NAND/NOR gates
  • CP peak stage delay: 0.79 ns
  • Bufs and invs on worst path: 0
  • Worst EP required: 5.23 ns

STA
  • Slew HR: 48.7%
  • RSZ-0062 raised after global routing: false
  • Final critical-path share of the clock period: 44.5%
  • Final setup viols: 0
  • Fin. Hold Viols: 0
  • Total negative slack: 0 ns
  • Tmin final: 2.23 ns
  • Fin. max-slew vios: 0
  • Fmax: 0.449 GHz
  • Clk_skew: 0.0117 ns
  • Worst-margin pin slew: 0.762 ns

CTS
  • Quantity of gates resized following cts: 0
  • TritonCTS Buffers: 5
  • CTS tree: built
  • Htree depth: 2
  • Clk slew on worst S/H paths: 0.09 ns
  • Post-CTS Setup Bufs: 0
  • Clock root buffer: clkbuf_8
  • Clock Path Buffers: 2
  • Hold-fix buffers at CTS: 0
  • # clock sinks: 48
  • Latency at later pin: 0.29 ns

Die
  • Pre-Place Util: 53.3%
  • Row count: 24
  • IO Pins: 24
  • Die X: 71.1 um
  • Die ar.: 5050 um2
  • Core area: 4470 um2
  • Die height: 71.1 um

Min path
  • Hold depth: 1
  • Hold/Removal Path Class: reg2reg

Logic synthesis
  • Most common flop cell mapped by yosys: dfrtp_1
  • Mux area share: 0%
  • Sequential-to-total area share from yosys stat: 52.7%
  • Ys async rst share: 77.1%
  • Compound Share, Synth: 12.6%
  • Synth Area in Adders: 0.524%
  • Synth warn: 1
  • Number of cells in Yosys stat: 236
  • Synthesized area: 2390 um2
  • Distinct lib cells used: 40
  • Basic Gates by Area: 25.1%
  • Mean post-synth cell area: 10.1 um2
  • Flip-flops with a built-in enable: 11
  • Yosys Chip Area: 2390 um2
  • Yosys reg bits: 48
  • Xor/xnor share: 3.30%
  • Synth Instances: 236
  • Comb area leader: simple AND/OR/NAND/NOR gates

Placement
  • IO buf count: 22
  • Routability Congestion: 0.877
  • Placed Cells: 296
  • Placed wire-length estimate: 3.04 mm

Route
  • Avg WL per Cell: 14.4 um
  • Vias per cell: 6.00
  • Total Wirelength: 4.37 mm
  • Via count: 1824
  • Drt first pass iters: 19
  • # diodes: 0
  • Final ANT Viol Nets: 0
  • 1st-iter DRT viols: 131
  • DRC errors left: 0

Final layout
  • Area taken by multi-input logic gates: 995 um2
  • FF/Latch Area: 1260 um2
  • Area Growth Syn to Fin: 12.7%
  • Fillers: 341
  • Layout cell share with drive strength beyond 1: 7.54%
  • Finished Layout Cells: 304

Power and ir drop
  • Static leakage power: 0.982 nW
  • PwrDens: 397 nW/um2
  • Peak supply drop: 235 uV

Job
  • Max Cap Violations: 0
  • Tool warnings: 26
layer usage:
layer	GRT usage [%]	up-vias	routed length, um
li1	-	911	-
met1	31.6	860	2100
met2	30.8	50	2040
met3	4.62	3	218
met4	2.44	0	10
met5	0	-	0
per-stage QoR:
step	util (%)	hold slack (ns)	setup WS (ns)	power, mW	area [um2]
final	60.1	0.491	2.77	1.07	2690
after CTS	60.1	0.490	2.79	1.08	2690
after floorplan	-	0.446	3.01	0.667	2390
after global routing	60.1	0.541	2.66	1.13	2690
after detailed placement	57.7	0.477	2.80	0.811	2580
after global placement	57.7	0.463	2.87	0.801	2580
cell usage after synthesis, types with 2 or more instances:
cell type | n | share of area [%]
dfrtp_1 | 36 | 38
a21oi_1 | 23 | 4.8
nand2_1 | 16 | 2.5
nor2_1 | 16 | 2.5
o31ai_1 | 14 | 4.4
or4_1 | 13 | 4.1
nor4_1 | 12 | 3.1
edfxtp_1 | 11 | 14
nand3_1 | 11 | 2.3
o21ai_0 | 11 | 2.3
or3_1 | 10 | 2.6
inv_1 | 8 | 1.3
xnor2_1 | 7 | 2.6
buf_4 | 5 | 1.6
clkbuf_1 | 5 | 0.79
nand4_1 | 5 | 1.3
buf_6 | 3 | 1.4
nor3_1 | 3 | 0.63
or2_2 | 3 | 0.79
buf_2 | 2 | 0.42
nand4_2 | 2 | 1.0
xor2_1 | 2 | 0.73
state kept, by name, indices dropped and copies added, names as in the netlist:
| register | cells |
|---|---|
| counter_wait | 32 |
| HEX_2 | 6 |
| green_tmp | 1 |
| red_tmp | 1 |
| current_state | 5 |
| HEX_1 | 3 |
area by class of cell:
class                      instances  share of cell area, %
inverter                           8                   1.12
sequential                        48                   46.8
tap                               52                   2.42
clock inverter                     1                   1.12
timing repair buffer              24                   8.75
multi-input combinational        164                   37.0
clock buffer                       7                   2.84
layout by cell type, fill, tap and decap left out, types with 2 or more instances in the layout:
cell type        synthesis  routed
dfrtp_1                 36      36
a21oi_1                 23      23
clkdlybuf4s50_1          0      22
nand2_1                 16      16
nor2_1                  16      16
o31ai_1                 14      14
or4_1                   13      13
nor4_1                  12      12
edfxtp_1                11      11
nand3_1                 11      11
o21ai_0                 11      11
or3_1                   10      10
inv_1                    8       8
xnor2_1                  7       7
nand4_1                  5       5
clkbuf_8                 0       5
nor3_1                   3       3
or2_2                    3       3
nand4_2                  2       2
xor2_1                   2       2
clkbuf_1                 5       2
buf_4                    5       2
final timing paths:
| kind | from | endpoint | slack (ns) |
|---|---|---|---|
| worst min register to register | counter_wait[0] | counter_wait[0] | 0.49 |
| max in group asynchronous | reset_n | current_state[0] | 3.52 |
| worst max register to register | counter_wait[10] | counter_wait[31] | 2.77 |
| worst max-delay path | counter_wait[10] | counter_wait[31] | 2.77 |
| min in group asynchronous | reset_n | counter_wait[28] | 1.13 |
| worst min-delay path | counter_wait[0] | counter_wait[0] | 0.49 |
cells by family after synthesis:
| group | count (synthesis) |
|---|---|
| DFF | 48 |
| buffers and inverters | 24 |
| xor gates and xnor gates | 9 |
| other | 1 |
| adders and majority gates | 1 |
| AOI/OAI and AO/OA | 51 |
| and+or+nand+nor | 102 |
where the power goes:
part | internal [mW] | total, mW | leakage [nW] | switching (mW)
Sequential | 0.495 | 0.537 | 0.613 | 0.0421
Clock | 0.150 | 0.270 | 0.0524 | 0.120
Combinational | 0.144 | 0.261 | 0.316 | 0.117
Power and IR drop assume default switching activity.
